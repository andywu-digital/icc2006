### design/flow/design.v
module triangle (clk, reset, nt, xi, yi, busy, po, xo, yo);
   input clk, reset, nt;
   input [2:0] xi, yi;
   output reg busy, po;
   output reg[2:0] xo, yo;
reg [2:0] IMEMX [0:2];		 
reg [2:0] IMEMY [0:2];		 
reg [2:0] i_counter;
wire x2_direction;		 
reg [5:0] f_counter;		 
wire [2:0] x, y;		 
reg flag1, flag2, flag3;	
reg signed [3:0] x_diff_12, y_diff_12, x_diff_1, y_diff_1;
reg signed [7:0] m11, m12, m13;
reg signed [7:0] a1;
reg signed [3:0] x_diff_23, y_diff_23, x_diff_3, y_diff_3;
reg signed [7:0] m21, m22, m23;
reg signed [7:0] b1;
reg busy_flag;
integer i;
always @(posedge clk or posedge reset)begin
	if(reset)begin
		for(i=0; i<3; i=i+1)begin
			IMEMX[i] <= 'd0;
			IMEMY[i] <= 'd0;	
		end
	end
	else if(i_counter < 'd3)begin	 
		IMEMX[i_counter] <= xi;
		IMEMY[i_counter] <= yi;
	end
end
always @(posedge clk or posedge reset)begin
	if(reset)begin
		i_counter <= 'd0;
	end
	else if(nt)begin			 
		i_counter <= 'd1;
	end
	else if(f_counter == 'd63)begin		 
		i_counter <= 'd0;
	end
	else if(i_counter == 'd3)begin		 
		i_counter <= i_counter;
	end
	else begin				 
		i_counter <= i_counter + 'd1;
	end
end
assign x2_direction = (IMEMX[1] > IMEMX[0]) ? 'd1 : 'd0;
always @(posedge clk or posedge reset)begin
	if(reset)begin
		f_counter <= 'd0;
	end
	else if(nt)begin
		f_counter <= 'd0;		 
	end
	else if(i_counter == 'd3)begin		 
		if(f_counter == 'd63)begin	 
			f_counter <= f_counter;
		end
		else begin
			f_counter <= f_counter + 'd1;
		end
	end
end
assign x = f_counter[2:0];
assign y = f_counter[5:3];
always @(*)begin
	if(x2_direction)begin
		if(x >= IMEMX[0])begin
			flag1 = 'd1;
		end
		else begin
			flag1 = 'd0;
		end
	end
	else begin
		if(x <= IMEMX[0])begin
			flag1 = 'd1;
		end
		else begin
			flag1 = 'd0;
		end
	end
end
always @(*)begin
	x_diff_12 = $signed({1'd0, IMEMX[1]}) - $signed({1'd0, IMEMX[0]});
	y_diff_12 = $signed({1'd0, IMEMY[1]}) - $signed({1'd0, IMEMY[0]});
	x_diff_1 = $signed({1'd0, x}) - $signed({1'd0, IMEMX[0]});
	y_diff_1 = $signed({1'd0, y}) - $signed({1'd0, IMEMY[0]});
	m11 = x_diff_1*y_diff_12;
	m12 = y_diff_1*x_diff_12;
	a1 = m11 - m12;
end
always @(*)begin
	if(x2_direction)begin
		if(a1[7] == 'd0)begin
			flag2 = 'd0;
		end
		else begin
			flag2 = 'd1;
		end
	end
	else begin
		if(a1[7] == 'd0)begin
			flag2 = 'd1;
		end
		else begin
			flag2 = 'd0;
		end
	end
end
always @(*)begin
	x_diff_23 = $signed({1'd0, IMEMX[1]}) - $signed({1'd0, IMEMX[2]});
	y_diff_23 = $signed({1'd0, IMEMY[1]}) - $signed({1'd0, IMEMY[2]});
	x_diff_3 = $signed({1'd0, x}) - $signed({1'd0, IMEMX[2]});
	y_diff_3 = $signed({1'd0, y}) - $signed({1'd0, IMEMY[2]});
	m21 = x_diff_3*y_diff_23;
	m22 = y_diff_3*x_diff_23;
	m23 = y_diff_3*y_diff_23;
	b1 = m21 - m22;
end
always @(*)begin
	if(x2_direction)begin
		if(b1[7] == 'd0)begin
			flag3 = 'd1;
		end
		else begin
			flag3 = 'd0;
		end
	end
	else begin
		if(b1[7] == 'd0)begin
			flag3 = 'd0;
		end
		else begin
			flag3 = 'd1;
		end
	end
end
always @(posedge clk or posedge reset)begin
	if(reset)begin
		po <= 'd0;
	end
	else if(i_counter != 'd3)begin		 
		po <= 'd0;
	end
	else if((flag1 && flag2 && flag3) || ((a1 == 'd0) || (b1 == 'd0)))begin
		po <= 'd1;
	end
	else begin
		po <= 'd0;
	end
end
always @(posedge clk or posedge reset)begin
	if(reset)begin
		xo <= 'd0;
		yo <= 'd0;
	end
	else begin
		xo <= x;
		yo <= y;
	end
end
always @(posedge clk or posedge reset)begin
	if(reset)begin
		busy <= 'd0;
		busy_flag <= 'd0;
	end
	else if(nt || busy_flag)begin
		if(f_counter == 'd63 && busy_flag)begin
			busy <= 'd0;
			busy_flag <= 'd0;
		end
		else begin
			busy <= 'd1;
			busy_flag <= 'd1;
		end
	end
	else begin
		busy <= 'd0;
		busy_flag <= 'd0;
	end
end
endmodule
### design/flow/run.sh
#!/bin/bash
# OpenROAD 26Q1-2900-gdf79404cd8, Yosys 0.63+post, stock flow scripts
make -C /OpenROAD-flow-scripts/flow DESIGN_CONFIG=/design/flow/config.mk WORK_HOME=/design/flow/orfs finish
### design/flow/config.mk
export PLATFORM = sky130hd
export DESIGN_NAME = triangle
export DESIGN_NICKNAME = triangle
export VERILOG_FILES = /design/flow/design.v
export SDC_FILE = /design/flow/constraint.sdc
export NUM_CORES = 4
export LEC_CHECK = 1
export CORE_UTILIZATION = 50
### design/flow/constraint.sdc
current_design triangle

set clk_period 9.6
set clk_io_pct 0.2

create_clock -name clk0 -period $clk_period [get_ports {clk}]

set non_clock_inputs [all_inputs -no_clocks]
set_input_delay [expr $clk_period * $clk_io_pct] -clock clk0 $non_clock_inputs
set_output_delay [expr $clk_period * $clk_io_pct] -clock clk0 [all_outputs]
==> results_dict.tcl <==
# implementation run metrics
set metrics [dict create \
    outcome "complete, no violations" \
    core_mm2 0.00920 \
    dp.cells 598 \
    synth-cells-yosys 472 \
    period_minus_slack_ns 5.70 \
    dr.pass1.iters 4 \
    tightest_slew_ns 0.526 \
    cts_sinks 35 \
    final_layout_size_suffix_gt1_share_pct 6.88 \
    numCtsBuffers 5 \
    ys_ff 35 \
    yosys_warnings 3 \
    fin_crit_sh_pct 59.4 \
    die_y_um 99.4 \
    ys_sh_aoi_pct 6.17 \
    grt_usage_pct 20.6 \
    portBuffers 16 \
    tns_ns 0 \
    synth-xor-area-share_pct 6.83 \
    hpwl_um 7390 \
    setup_viol 0 \
    initCoreUtil_pct 51.6 \
    postLayoutCoreUtil_pct 55.8 \
    topCombFamilyByArea "adder cells" \
    drtIter0Drc 82 \
    relSlewSlack_pct 65.0 \
    wl_per_cell_um 14.0 \
    post_cts_buffers 0 \
    cts_hold_buf 0 \
    netlist-cell-type-count 32 \
    grt_pass1_vias 3211 \
    io_pins 17 \
    end_kind "flip-flop" \
    startpoint_type "flip-flop" \
    syn_inst 472 \
    place_worst_setup_slack_ns 3.90 \
    hold_class "flip-flop to flip-flop" \
    worst_skew_pair.late_latency_ns 0.28 \
    clkTransAtPathRegs_ns 0.07 \
    grt_max_degree 36 \
    max-clock-path-buffers 2 \
    mux_share_pct 4.70 \
    grt_pass1_wl_um 15000 \
    cp.arrival_ns 5.90 \
    cp_max_fo 5 \
    cts_tree "built" \
    dieArea_mm2 0.00988 \
    yosys_area_mm2 0.00474 \
    rsz0062_at_grt "no" \
    vias 3052 \
    gp_congestion 0.882 \
    synth_area_mm2 0.00474 \
    htree_levels 2 \
    warnings 32 \
    postSynthAreaPerCell_um2 10.0 \
    antenna_found_initial 0 \
    synth_adder_area_share_pct 45.5 \
    viasPerCell 5.04 \
    maxCapViolations 0 \
    antenna_left 0 \
    final_cell_mix "inv_1 (99), ha_1 (70), fa_1 (64), dfrtp_1 (35), nor2_1 (33)" \
    fin_ws_ns 3.90 \
    area_delta_synth_final_pct 8.15 \
    wl_um 8480 \
    antenna_cells 0 \
    drc_errors 0 \
    yosysSeqAreaShare_pct 18.5 \
    lay_top_count "inv_1" \
    finalNonFillerCells 605 \
    simple_gate_area_share_pct 10.3 \
    fin_skew_ns 0.00415 \
    cts_resized 0 \
    die-width_um 99.4 \
    num_rows 35 \
    fmax_mhz 175 \
    hold_violations 0 \
    timing.critical_path.required_ns 9.79 \
    slew_viol_final 0 \
    crit_type "flip-flop to flip-flop" \
    cts_root_buffer "clkbuf_8" \
    grt_remaining_overflow 0 \
]
-- logic make-up after synthesis --
logic type | count (synthesis)
fa+ha+maj | 134
simple gates | 103
buf+inv | 101
compound gates | 42
xor+xnor | 37
flops | 35
mux | 20
-- path summary, 6_finish.rpt --
check / from / end / slack, ns / cells after the start
hold / removal: f_counter[3] / yo[0] / 0.45 / 0
setup / recovery: f_counter[0] / po / 3.90 / 21
max in group asynchronous: reset / IMEMX[2][2] / 7.24 / 3
setup reg to reg: f_counter[0] / po / 3.90 / 21
min in group asynchronous: reset / IMEMY[2][0] / 2.04 / 3
hold reg to reg: f_counter[3] / yo[0] / 0.45 / 0
-- synthesized netlist by cell type (all sizes together) --
cell type,count,share of area [%]
a21oi,10,1.1
xnor2,24,4.4
o21bai,4,0.63
nor3,4,0.42
clkbuf,2,0.16
mux2i,2,0.42
a22oi,1,0.16
nor2b,9,1.2
o21ai,4,0.42
dfrtp,35,18
or2,7,0.92
o32ai,1,0.34
ha,70,18
nor4,2,0.26
a31oi,3,0.40
nand2,24,1.9
and3,1,0.13
nand4,3,0.40
inv,99,7.8
o31a,1,0.18
a21o,14,2.2
mux2,18,4.3
nor2,33,2.6
fa,64,27
a211oi,3,0.58
nand2b,8,1.1
xor2,13,2.4
nand3,5,0.53
a2bb2oi,1,0.18
and2,7,0.92
-- sequential cells by signal, summed over array words and instances, names as in the netlist --
name       count
IMEMX          9
IMEMY          9
f_counter      6
i_counter      3
xo             3
yo             3
busy_flag      1
po             1
-- per-layer routing --
layer	track usage [%]	part of all wire [%]	up-vias	wire, µm
li1	-	-	1530	-
met1	33.8	50	1469	4200
met4	1.36	0.70	0	59
met2	31.9	46	47	3860
met3	3.93	4.2	6	356
met5	0	0	-	0
-- cell type report --
| class | count | area (µm²) |
|---|---|---|
| clock buffers | 6 | 82.6 |
| well taps | 111 | 139 |
| multi-input cells | 336 | 3490 |
| clock inverters | 1 | 5.00 |
| repair buffers | 17 | 168 |
| inverters | 99 | 372 |
| flip-flops and latches | 35 | 876 |
| fillers | 816 | 4070 |
-- per-stage QoR --
step	hold WS [ns]	area [µm²]
4_1_cts	0.456	5130
3_3_place_gp	0.441	5040
2_1_floorplan	0.413	4740
6_report	0.454	5130
5_1_grt	0.466	5130
3_5_place_dp	0.442	5040
-- worst max-delay path, cell delays in order, from the launching register on --
cell and delay, ns:
dfrtp_1 0.43, inv_1 0.10, ha_1 0.14, inv_1 0.06, fa_1 0.38, fa_1 0.55, nand2_1 0.09, fa_1 0.49
inv_1 0.05, fa_1 0.49, inv_1 0.04, ha_1 0.26, inv_1 0.05, fa_1 0.56, fa_1 0.43, ha_1 0.37
a211oi_2 0.25, o21bai_1 0.08, a21oi_1 0.18, xnor2_1 0.12, o31a_1 0.33, o32ai_2 0.19
